$ cat flow/config.mk
export PLATFORM = sky130hd
export DESIGN_NAME = hsfl
export DESIGN_NICKNAME = hsfl
export VERILOG_FILES = /design/flow/design.v
export SDC_FILE = /design/flow/constraint.sdc
export NUM_CORES = 4
export LEC_CHECK = 1
export CORE_AREA = 10 10 89 89
export DIE_AREA = 0 0 99 99
$ cat flow/constraint.sdc
current_design hsfl

set clk_period 4.0
set clk_io_pct 0.2

create_clock -name clk0 -period $clk_period

set non_clock_inputs [all_inputs -no_clocks]
set_input_delay [expr $clk_period * $clk_io_pct] -clock clk0 $non_clock_inputs
set_output_delay [expr $clk_period * $clk_io_pct] -clock clk0 [all_outputs]
$ cat flow/design.v
module skgp(input[1:0] a,input[1:0] b,output[1:0] out);
assign out[0]=(a[1]&a[0]) | (a[0] &b[0]);
assign out[1]=(a[1]&a[0]) | (a[0] &b[1]);
endmodule
module kgp(input a,b,output[1:0] y);
assign y[0]=a|b;
assign y[1]=a&b;
endmodule
module fulladd(input a, input b,input c, output s);
assign s=a^b^c;
endmodule
module hsfl(input[15:0] a,input[15:0] b,output[16:0] s);
wire[1:0] X1[16:0];
wire[1:0] Y1[16:0];
wire[1:0] Z1[16:0];
wire[1:0] T[16:0];
wire[1:0] U[16:0];
assign X1[0]=2'b0;
genvar i;
generate
for(i=0;i<=15;i=i+1)
begin
   kgp k1(a[i],b[i],X1[i+1]);
end
assign Y1[0]=X1[0];
for(i=0;i<=15;i=i+1)
begin
   skgp s1(X1[i+1],X1[i],Y1[i+1]);
end
assign Z1[1]=Y1[1];
assign Z1[0]=Y1[0];
for(i=0;i<=14;i=i+1)
begin
   skgp s2(Y1[i+2],Y1[i],Z1[i+2]);
end
assign T[3]=Z1[3];
assign T[2]=Z1[2];
assign T[1]=Z1[1];
assign T[0]=Z1[0];
for(i=0;i<=12;i=i+1)
begin
   skgp s3(Z1[i+4],Z1[i],T[i+4]);
end
assign U[7]=T[7];
assign U[6]=T[6];
assign U[5]=T[5];
assign U[4]=T[4];
assign U[3]=T[3];
assign U[2]=T[2];
assign U[1]=T[1];
assign U[0]=T[0];
for(i=0;i<=8;i=i+1)
begin
   skgp s4(T[i+8],T[i],U[i+8]);
end
for(i=0;i<=15;i=i+1)
begin
   fulladd f0(a[i],b[i],U[i][0],s[i]);
end
fulladd f16(1'b0,1'b0,U[16][0],s[16]);
endgenerate
endmodule
$ cat flow/run.sh
#!/bin/bash
# OpenROAD 26Q1-2900-gdf79404cd8, Yosys 0.63+post, stock flow scripts
make -C /OpenROAD-flow-scripts/flow DESIGN_CONFIG=/design/flow/config.mk WORK_HOME=/design/flow/orfs finish
==> Slide: Implementation Results <==
Key Metrics from the Run

Run status
  • Status: completed

Timing
  • Final slew viol count: 0
  • TNS Setup: 0 ps
  • Setup WS post-layout: 129.2 ps
  • Unrepaired setup endpoints after global routing: false
  • Post-route clock period utilization: 96.77%
  • # setup viols final: 0
  • Final worst path period need: 3871 ps
  • Final hold violations: 0
  • Max Clock Freq: 258.3 MHz
  • Slew HR: 65.12%
  • Worst slew pin tran: 518.8 ps

Global route
  • GRT Total Usage: 6.612%
  • First-pass GRT wire length: 5.651 mm
  • Vias in the first global route: 1214
  • Initial antenna violation count: 0
  • Final global-route overflow total: 0
  • Pin count of the biggest net entering global routing: 8

Hold path
  • Critical hold path startpoint: a[15]
  • Worst Hold Class: in2out

Place
  • Setup WS pre-CTS: 52.86 ps
  • Port bufs: 49
  • Placed instance count: 288
  • Placed inst area: 1896 um2
  • Global placement routability congestion: 0.8350
  • Hpwl dp: 3.028 mm

Floorplanning
  • Die Y: 99 um
  • Die width: 99 um
  • Core footprint: 5991 um2
  • Number of top-level pins: 49
  • FP Core Util: 23.27%
  • Rows: 28
  • Die area: 9801 um2

Drt
  • Post-route antenna net violation count: 0
  • Vias per cell: 4.087
  • # DRC: 0
  • Routed vias: 1181
  • DR pass1 iterations: 3
  • # diodes: 0
  • Drt first-iter violations: 15
  • Avg WL per Cell: 11.33 um
  • Routed WL: 3.273 mm

Cells and area
  • Design Area, Final: 1931 um2
  • Most instantiated logic cells after routing: clkdlybuf4s50_1 (47), inv_1 (36), ha_1 (36), nor2_1 (13), xnor2_1 (9)
  • FF/Latch Area: 0 um2
  • Non-Filler Instances: 289
  • Flop Count: 0
  • Clkbuf count: 0
  • Most frequent logic cell in the layout: clkdlybuf4s50_1
  • Layout overhead on the synthesized area: 38.51%
  • Share of cells above drive strength 1: 10.75%

Synthesis
  • Synth cell types: 41
  • Yosys Chip Area: 1394 um2
  • Warnings from Yosys: 1
  • Netlist Area Pre-Place: 1394 um2
  • Mapped Cells: 175
  • Yosys cell count: 175
  • Avg Cell Area, Syn: 7.965 um2
  • Synth Seq Share: 0%

Setup path
  • Slowest library cell on the worst path: clkdlybuf4s50_1
  • CP Launch Point: a[0]
  • CP Class: in2out
  • Most common cell on crit path: clkdlybuf4s50_1
  • Crit. End Element: output port
  • Critical path data required time: 3200 ps
  • Crit path largest cell delay: 510 ps
  • Worst Path Arrival: 3070 ps
  • CP Cell Sequence: clkdlybuf4s50_1 -> inv_1 -> ha_1 -> nor3b_4 -> o221ai_4 -> a31oi_4 -> nand4b_1 -> o311ai_2 -> clkdlybuf4s50_1
  • Crit path launch type: primary input
  • Worst-path fanout max: 4

Power
  • Clk pwr share: 0%
  • Switching share of power: 38.22%
  • Cell Pwr Density: 133.9 nW/um2
  • Gate power share: 100.0%
  • Psw: 0.00009877 W
  • Worst VDD drop: 52.15 uV
  • Sequential share of power: 0%
  • Static Leak: 0.9295 nW
  • P_int: 0.0001597 W

Flow run
  • Tool warnings: 54
  • Maximum Capacitance Violations: 0
[logic make-up (layout without fill, tap and decap cells)]
logic type	after synthesis	in the layout	synth area share, %
buffers and inverters	53	92	18.85
adder cells (fa/ha/maj)	38	38	34.11
AND/OR/NAND/NOR	35	35	14.54
XOR/XNOR	13	13	8.169
AND-OR/OR-AND	36	36	24.33
[stage by stage]
| stage | utilization [%] | hold slack (ps) | power [W] |
|---|---|---|---|
| after global placement | 31.64 | 2677 | 0.0002614 |
| after global routing | 32.23 | 2495 | 0.0002930 |
| after floorplan | - | 1817 | 0.0001682 |
| after CTS | 31.64 | 2691 | 0.0002641 |
| after detailed placement | 31.64 | 2684 | 0.0002616 |
| final | 32.23 | 2413 | 0.0002584 |
[synth_stat cells, types with 2 or more instances]
cell / n / area [um2]
o21bai_1: 6 / 45.04
o221ai_1: 2 / 17.52
o41ai_2: 2 / 32.53
inv_1: 36 / 135.1
ha_1: 38 / 475.5
xor2_1: 4 / 35.03
or4_1: 2 / 15.01
o21a_1: 3 / 22.52
nor2b_1: 3 / 18.77
nand2_1: 2 / 7.510
nor2_1: 13 / 48.80
o31ai_1: 2 / 15.01
a31oi_1: 2 / 12.51
buf_4: 17 / 127.6
xnor2_1: 9 / 78.83
nor4_1: 2 / 12.51
o31a_1: 2 / 17.52
nor3_1: 3 / 15.01
a21oi_1: 5 / 25.02
[area by class of cell]
cell class	instances	area, um2
multi-input combinational	122	1154
fill	615	4060
timing repair buffer	56	548.0
inverter	36	135.1
tap	75	93.84
[worst max-delay path, delay by kind of cell]
family | cells | cell delay [ps]
compound gates | 3 | 500
fa+ha+maj | 1 | 240
buf+inv | 3 | 1080
simple gates | 2 | 450
[per-layer routing]
metal  GRT usage, %  wire, um
met3          1.409       191
met4              0         0
met5              0         0
met1          9.608      1691
met2          10.32      1390
[worst paths after layout]
check     to  slack [ps]  cells past startpoint
max    s[14]         130                      9
min    s[16]        2410                      5
[power groups by stage]
stage / clock network (W) / logic (W) / registers, W
final: 0 / 0.000258 / 0
after global routing: 0 / 0.000293 / 0
after CTS: 0 / 0.000264 / 0
[timing repair]
item	CTS	global route
hold endpoints to repair	0	0
resized	0	7
hold buffers	0	0
setup endpoints to repair	0	8
setup buffers	0	1
No activity file was given, so power comes from the tool's default toggle rates.
