## design.v

```verilog
module fa2(input a, input b,input c, output s, output v);
assign s=a^b^c;
assign v=(a&b)|(b&c)|(c&a);
endmodule
module rca(a,b,sum);
input [31:0]a,b;
output [31:0]sum;
wire [31:0]c;
fa2 f1(a[0],b[0],1'b0,sum[0],c[0]);
genvar i;
generate 
for(i=1;i<=31;i=i+1)
begin: asgn
  fa2 f(a[i],b[i],c[i-1],sum[i],c[i]);
end
endgenerate
endmodule
module fa(input a, input b,input c, output s, output v);
assign s=a^b^c;
assign v=(a&b)|(b&c)|(c&a);
endmodule
module csa(a0,a1,a2,b0,c0);
input [31:0]a0,a1,a2;
output[31:0]b0,c0;
assign c0[0]=1'b0;
fa m1(a2[0],a1[0],a0[0],b0[0],c0[1]);
fa m2(a2[1],a1[1],a0[1],b0[1],c0[2]);
fa m3(a2[2],a1[2],a0[2],b0[2],c0[3]);
fa m4(a2[3],a1[3],a0[3],b0[3],c0[4]);
fa m5(a2[4],a1[4],a0[4],b0[4],c0[5]);
fa m6(a2[5],a1[5],a0[5],b0[5],c0[6]);
fa m7(a2[6],a1[6],a0[6],b0[6],c0[7]);
fa m8(a2[7],a1[7],a0[7],b0[7],c0[8]);
fa m9(a2[8],a1[8],a0[8],b0[8],c0[9]);
fa m10(a2[9],a1[9],a0[9],b0[9],c0[10]);
fa m11(a2[10],a1[10],a0[10],b0[10],c0[11]);
fa m12(a2[11],a1[11],a0[11],b0[11],c0[12]);
fa m13(a2[12],a1[12],a0[12],b0[12],c0[13]);
fa m14(a2[13],a1[13],a0[13],b0[13],c0[14]);
fa m15(a2[14],a1[14],a0[14],b0[14],c0[15]);
fa m16(a2[15],a1[15],a0[15],b0[15],c0[16]);
fa m17(a2[16],a1[16],a0[16],b0[16],c0[17]);
fa m18(a2[17],a1[17],a0[17],b0[17],c0[18]);
fa m19(a2[18],a1[18],a0[18],b0[18],c0[19]);
fa m20(a2[19],a1[19],a0[19],b0[19],c0[20]);
fa m21(a2[20],a1[20],a0[20],b0[20],c0[21]);
fa m22(a2[21],a1[21],a0[21],b0[21],c0[22]);
fa m23(a2[22],a1[22],a0[22],b0[22],c0[23]);
fa m24(a2[23],a1[23],a0[23],b0[23],c0[24]);
fa m25(a2[24],a1[24],a0[24],b0[24],c0[25]);
fa m26(a2[25],a1[25],a0[25],b0[25],c0[26]);
fa m27(a2[26],a1[26],a0[26],b0[26],c0[27]);
fa m28(a2[27],a1[27],a0[27],b0[27],c0[28]);
fa m29(a2[28],a1[28],a0[28],b0[28],c0[29]);
fa m30(a2[29],a1[29],a0[29],b0[29],c0[30]);
fa m31(a2[30],a1[30],a0[30],b0[30],c0[31]);
assign b0[31]=a2[31]^(a1[31]^a0[31]);
endmodule
module wallace(input [15:0] a, input [15:0] b, output [31:0] out, output[31:0] z );
wire[31:0] X[15:0];
genvar i;
genvar j;
genvar k;
generate
for(i=0;i<=15;i=i+1)
begin
   for(k=0;k<i;k=k+1)
   begin
      assign X[i][k]=1'b0;
   end
   for(j=i; j<=i+15; j=j+1)
   begin	   
     assign X[i][j]=b[i] & 
	 a[j-i];
   end
   for(j=i+16; j<=31; j=j+1)
   begin
   assign X[i][j]=1'b0;
   end
end
endgenerate
wire [31:0] u [31:0];
wire [31:0] v [31:0];
csa c0(X[0],X[1],X[2],u[0],v[0]);
csa c1(X[3],X[4],X[5],u[1],v[1]);
csa c2(X[6],X[7],X[8],u[2],v[2]);
csa c3(X[9],X[10],X[11],u[3],v[3]);
csa c4(X[12],X[13],X[14],u[4],v[4]);
csa c5(u[0],v[0],u[1],u[5],v[5]);
csa c6(v[1],u[2],v[2],u[6],v[6]);
csa c7(u[3],v[3],u[4],u[7],v[7]);
csa c8(u[5],v[5],u[6],u[8],v[8]);
csa c9(v[6],u[7],v[7],u[9],v[9]);
csa c10(u[8],v[8],u[9],u[10],v[10]);
csa c11(v[9],v[4],X[15],u[11],v[11]);
csa c12(u[10],v[10],u[11],u[12],v[12]);
csa c13(u[12],v[12],v[11],u[13],v[13]);
rca r1(u[13],v[13],out);
endmodule
```

## run.sh

```bash
#!/bin/bash
# OpenROAD 26Q1-2900-gdf79404cd8, Yosys 0.63+post, stock flow scripts
make -C /OpenROAD-flow-scripts/flow DESIGN_CONFIG=/design/flow/config.mk WORK_HOME=/design/flow/orfs finish
```

## config.mk

```make
export PLATFORM = sky130hd
export DESIGN_NAME = wallace
export DESIGN_NICKNAME = wallace
export VERILOG_FILES = /design/flow/design.v
export SDC_FILE = /design/flow/constraint.sdc
export NUM_CORES = 4
export LEC_CHECK = 1
export CORE_UTILIZATION = 50
```

## constraint.sdc

```tcl
current_design wallace

set clk_period 11.7
set clk_io_pct 0.2

create_clock -name clk0 -period $clk_period

set non_clock_inputs [all_inputs -no_clocks]
set_input_delay [expr $clk_period * $clk_io_pct] -clock clk0 $non_clock_inputs
set_output_delay [expr $clk_period * $clk_io_pct] -clock clk0 [all_outputs]
```

==> datasheet_impl.txt <==
Summary of implementation characteristics

Parameter                              Value

Cells and area
  Dominant logic cell types in the final layout .................. 213 x sky130_fd_sc_hd__inv_1, 200 x sky130_fd_sc_hd__fa_1, 156 x sky130_fd_sc_hd__and2_1, 75 x sky130_fd_sc_hd__nand2_1, 50 x sky130_fd_sc_hd__buf_4
  Flop Count .................. 0
  Sequential cell area .................. 0 µm²
  Layout overhead on the synthesized area .................. 8.828%
  # clk buffers .................. 0
  Final cell utilization of the core .................. 0.5611
  Ratio of cells with drive above 1 in the final layout .................. 0.1692
  Filler instances .................. 1402
  Total area of multi-input combinational cells .................. 6849 µm²
  Top cell excl fill/tap .................. sky130_fd_sc_hd__inv_1

Yosys
  Basic Gates by Area .................. 0.1732
  Largest non-sequential cell family by area .................. adder cells
  XOR/XNOR Area Share .................. 0.001062
  Post-synthesis adder-cell area fraction .................. 0.6255
  Syn avg cell area .................. 9.581 µm²
  Combined area of all synthesized cells .................. 8249 µm²
  Yosys aoi share .................. 0
  Cells after Synth .................. 861
  Number of distinct library cells after synthesis .................. 10
  Cell count listed in synth_stat.txt .................. 861
  Portion of the post-synthesis area used by sequential elements .................. 0
  Chip area in the Yosys report .................. 8249 µm²
  Mux cell area share .................. 0
  Count of synthesis-stage warnings from yosys .................. 33

Final timing
  Min cycle time layout .................. 15.35 ns
  RSZ-0062 raised after global routing .................. true
  Share of the clock period used by the worst path .................. 1.312
  Max Clock Freq .................. 65.16 MHz
  Fin. Hold Viols .................. 0
  Final worst hold slack .................. 5.475 ns
  Final worst-path setup slack .................. -3.646 ns
  Max-slew violation total from the final report .................. 0
  Final setup violating endpoints .................. 13

Pwr
  Leakage Power .................. 4.413 nW
  IR Drop Worst-Case VDD .................. 0.0002661 V
  Pwr dens .................. 261.5 nW/µm²
  Overall power after layout .................. 2.348 mW

Floorplanning
  I/O pin total .................. 96
  Core Rows .................. 46
  Die Y-Extent .................. 130.4 µm
  Standard cell core area .................. 16000 µm²
  Overall die area .................. 17020 µm²
  Die X-Extent .................. 130.4 µm
  Fraction of the core area occupied by cells at floorplan .................. 0.5156

Flow run
  Tool warnings .................. 37
  Number of max-cap violations .................. 0

Worst setup path
  Buffers & Inverters on Critical Path .................. 11
  Maximum fanout along the worst path .................. 2
  Most used cell, CP .................. sky130_fd_sc_hd__fa_2
  Worst path max stage delay .................. 0.54 ns
  Critical Path Source Type .................. input pin
  Worst Setup End Kind .................. output pin
  Startpoint-to-endpoint class of the critical path .................. in2out
  Critical path arrival .................. 13.01 ns
  Worst path top cell family by delay .................. adder cells
  Worst path slowest cell .................. sky130_fd_sc_hd__fa_1
  Critical Path RT .................. 9.36 ns

Detailed routing
  Ant diodes .................. 0
  Routed wire length per instance .................. 13.98 µm
  Violation count after the first detailed-routing iteration .................. 84
  Via count normalized by instance count .................. 4.541
  Via Count .................. 5140
  Wire length after detailed routing .................. 15820 µm
  Number of antenna-violating nets in the routed design .................. 0
  Pre-Repair DR Iteration Count .................. 4
  Remaining routing DRC violations .................. 0

Run status
  Violated checks .................. setup timing
  Outcome .................. complete, but fails checks

Global route
  Number of antenna violations at the first check in global routing .................. 0
  Residual overflow from global routing .................. 0
  First-pass GRT wire length .................. 27860 µm
  Number of global-route vias before repair .................. 5900
  Combined global-route utilization of all metal layers .................. 0.2297
  Pin count of the biggest net entering global routing .................. 16

Place
  Placed wire-length estimate after detailed placement .................. 13980 µm
  Count of input and output buffers .................. 64
  Routability congestion estimate from global placement .................. 0.8480

Worst hold path
  Type of the tightest min-delay check .................. in2out
-- layout make-up --
class                           count  area share
Inverter                          229     0.09575
Tap cell                          216     0.03010
Timing Repair Buffer              120      0.1112
Multi-Input combinational cell    567      0.7629
-- through the flow --
stage / setup TNS, ns / cell area [µm²] / setup slack, ns / cells
after floorplan: -23.38 / 8448 / -3.131 / 892
after global placement: -40.08 / 8971 / -4.414 / 1126
after detailed placement: -40.55 / 8971 / -4.424 / 1126
after CTS: -30.02 / 8940 / -3.726 / 1131
after global routing: -32.95 / 8977 / -3.990 / 1132
final: -28.86 / 8977 / -3.646 / 1132
-- worst paths after layout --
kind | cells past startpoint | to | slack, ns | startpoint
max | 41 | out[30] | -3.65 | b[0]
min | 4 | out[1] | 5.47 | b[1]
-- metal layers --
| metal | up-vias | track usage | part of all wire |
|---|---|---|---|
| met5 | - | 0.005882 | 0 |
| met4 | 0 | 0.02840 | 0.018 |
| met3 | 14 | 0.07090 | 0.069 |
| met2 | 149 | 0.3680 | 0.51 |
| met1 | 2586 | 0.3433 | 0.41 |
| li1 | 2391 | - | - |
-- cell usage after synthesis --
master	number	area share
sky130_fd_sc_hd__buf_4	78	0.071
sky130_fd_sc_hd__inv_1	229	0.10
sky130_fd_sc_hd__buf_6	18	0.025
sky130_fd_sc_hd__nand2_1	78	0.035
sky130_fd_sc_hd__xor2_1	1	0.0011
sky130_fd_sc_hd__and2_1	160	0.12
sky130_fd_sc_hd__conb_1	1	0.00045
sky130_fd_sc_hd__and2_2	18	0.016
sky130_fd_sc_hd__ha_1	54	0.082
sky130_fd_sc_hd__fa_1	224	0.54
-- power breakdown --
group | internal [mW] | switching (mW)
sequential | 0 | 0
combinational | 1.32 | 1.02
clock | 0 | 0
-- worst min-delay path, cell delays in order --
cell	delay (ns)
sky130_fd_sc_hd__buf_12	0.09
sky130_fd_sc_hd__and2_1	0.12
sky130_fd_sc_hd__ha_1	0.13
sky130_fd_sc_hd__clkdlybuf4s50_1	0.46
-- kinds of logic after synthesis --
family | count (synthesis)
AND/OR/NAND/NOR | 256
buffers and inverters | 325
XOR/XNOR | 1
other | 1
adder cells (fa/ha/maj) | 278
-- repair_timing --
| item | in CTS | in global routing |
|---|---|---|
| setup buffers | 5 | 2 |
| resized | 139 | 17 |
| setup endpoints to repair | 16 | 15 |
| cloned | 0 | 0 |
| pin swaps | 8 | 6 |
| hold endpoints to repair | 0 | 0 |
| hold buffers | 0 | 0 |
Power and IR drop assume default switching activity.
