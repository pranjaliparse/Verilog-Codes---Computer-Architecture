$ cat flow/design.v
module fpm(input s1,input[4:0]e1,input [9:0]m1,input s2,input [4:0]e2,input [9:0]m2,output output_sign,output [4:0]oe,output [9:0]output_mantissa);
wire [10:0]n1,n2;
wire [21:0] o,o1;
wire [4:0] exponent;
wire [4:0]i0,i1,i2,i3,i4,i5,i6,i7,i8,i9,i10,i11,i12,i13,i14,i15,i16,i17,i18,i19,i20,i21;
genvar i;
generate 
for(i=0;i<=9;i=i+1)
begin
 assign n1[i]=m1[i];
 assign n2[i]=m2[i];
end
assign n1[10]=1'b1;
assign n2[10]=1'b1;
assign output_sign=s1^s2;
assign exponent=e1+e2-5'b01111;
assign o=n1*n2;
assign i0=(o[0]==1)?0:0;
assign i1=(o[1]==1)?1:i0;
assign i2=(o[2]==1)?2:i1;
assign i3=(o[3]==1)?3:i2;
assign i4=(o[4]==1)?4:i3;
assign i5=(o[5]==1)?5:i4;
assign i6=(o[6]==1)?6:i5;
assign i7=(o[7]==1)?7:i6;
assign i8=(o[8]==1)?8:i7;
assign i9=(o[9]==1)?9:i8;
assign i10=(o[10]==1)?10:i9;
assign i11=(o[11]==1)?11:i10;
assign i12=(o[12]==1)?12:i11;
assign i13=(o[13]==1)?13:i12;
assign i14=(o[14]==1)?14:i13;
assign i15=(o[15]==1)?15:i14;
assign i16=(o[16]==1)?16:i15;
assign i17=(o[17]==1)?17:i16;
assign i18=(o[18]==1)?18:i17;
assign i19=(o[19]==1)?19:i18;
assign i20=(o[20]==1)?20:i19;
assign i21=(o[21]==1)?21:i20;
assign oe=exponent+(i21-20);
assign o1=(o[21]==1)?o>>1:o<<(20-i11);
for(i=9;i>=0;i=i-1)
begin
assign output_mantissa[i]=o1[10+i];
end
endgenerate
endmodule
$ cat flow/run.sh
#!/bin/bash
# OpenROAD 26Q1-2900-gdf79404cd8, Yosys 0.63+post, stock flow scripts
make -C /OpenROAD-flow-scripts/flow DESIGN_CONFIG=/design/flow/config.mk WORK_HOME=/design/flow/orfs finish
$ cat flow/config.mk
export PLATFORM = sky130hd
export DESIGN_NAME = fpm
export DESIGN_NICKNAME = fpm
export VERILOG_FILES = /design/flow/design.v
export SDC_FILE = /design/flow/constraint.sdc
export NUM_CORES = 4
export LEC_CHECK = 1
export CORE_UTILIZATION = 40
$ cat flow/constraint.sdc
current_design fpm

set clk_period 16.3
set clk_io_pct 0.2

create_clock -name clk0 -period $clk_period

set non_clock_inputs [all_inputs -no_clocks]
set_input_delay [expr $clk_period * $clk_io_pct] -clock clk0 $non_clock_inputs
set_output_delay [expr $clk_period * $clk_io_pct] -clock clk0 [all_outputs]
==> results.ini <==
[outcome]
status = finished clean

[drt]
drt-vias-per-instance = 5.11
wire_per_inst_um = 14.5
drt_iter0_markers = 289
diodes = 0
finalWirelength_um = 12300
ant_nets = 0
drt_pass1_iterations = 4
drc = 0
vias = 4363

[placement]
port_buffers = 48
place_hpwl_um = 10500
place_congestion = 0.970
numPlacedInstances = 854

[finish]
stdcell_count = 854
areaGrowthSynthToFinish_pct = 11.9
drive_above_1_share_pct = 3.54
nClkBuffers = 0
mostFrequentLayoutCell = inv_1
flop_area_um2 = 0
ff_count = 0
most-common-layout-cells = 129 x inv_1, 84 x fa_1, 68 x ha_1

[critical_path]
critPathMaxFanout = 11
cp.arrival_ns = 11.79
worstPathRequired_ns = 13.04
cpMaxStageDelayCell = clkdlybuf4s50_1
cp_common_cell = fa_1
cp_top_family = adder cells
cpPeakStageDelay_ns = 0.64
critPathKind = input port to output pin
start_kind = input port
end_kind = output pin
critical_path_buf_inv_count = 7

[synthesis]
syn_avg_cell_area_um2 = 8.42
synthCells = 645
ys_cells = 645
syn-cell-area_um2 = 5430
ys_seq_share_pct = 0
yosysChipArea_um2 = 5430
yosysWarnings = 0
yosysUniqueCellTypes = 61

[sta]
tightest_slew_ns = 0.811
rsz0062_at_grt = false
hold_viol_final = 0
layout_min_cycle_time_ns = 15.05
report.final.slew_viol_count = 0
fin_tns_setup_ns = 0
slew_headroom_pct = 45.5
finalSetupViolations = 0
fin_crit_sh_pct = 92.3
max_freq_ghz = 0.0664

[global_routing]
grt_max_degree = 20
grt_usage_pct = 20.0
grt_pass1_wl_um = 22200
grt.overflow.total = 0
grt_pass1_vias = 4619
antenna_found_initial = 0

[run]
max_cap_violations = 0
tool_warnings = 33

[floorplanning]
ios = 48
core_um2 = 13200
initCoreUtil_pct = 41.0
die_y_um = 118
die-area_um2 = 14000
rows = 42
die_width_um = 118

[clock_network]
cts.hold.buffers_added = 0
postCtsSetupBuffers = 0
cts_resized = 0

[worst_hold_path]
hold_class = input port to output pin

[routing by layer]
| layer | GRT usage (%) | up-vias | share of wire [%] |
|---|---|---|---|
| met3 | 3.40 | 9 | 4.7 |
| met5 | 0 | - | 0 |
| met1 | 32.0 | 2058 | 51 |
| li1 | - | 2178 | - |
| met2 | 30.7 | 118 | 43 |
| met4 | 1.11 | 0 | 0.75 |
[stage by stage]
| step | instance area (um2) | util [%] | worst slack (ns) | hold WS, ns |
|---|---|---|---|---|
| after floorplan | 5430 | - | 2.76 | 6.55 |
| after global routing | 6070 | 45.9 | 0.570 | 7.47 |
| after CTS | 6070 | 45.9 | 1.21 | 7.43 |
| final | 6070 | 45.9 | 1.25 | 7.43 |
| after detailed placement | 6070 | 45.9 | 1.29 | 7.43 |
| after global placement | 6070 | 45.9 | 1.28 | 7.44 |
[worst min-delay path, stage by stage]
cell and delay (ns):
clkdlybuf4s50_1 0.47, xor2_1 0.06, clkdlybuf4s50_1 0.38
[Yosys cell counts (all sizes together), types with 5 or more instances]
library cell  number  share of area (%)
inv              129                8.9
fa                84                 31
ha                68                 16
and2              66                7.6
nand2             50                3.5
nor2              28                1.9
o21ai             17                1.6
a21oi             16                1.5
clkbuf            15                1.0
xnor2             15                2.4
mux2i             13                2.6
nor3              13                1.3
xor2              10                1.6
a21o               9                1.2
o21a               9                1.2
or3                9                1.0
mux4               7                2.9
o22ai              6               0.69
a211oi             5               0.78
and3               5               0.58
nand3              5               0.46
[final timing paths]
kind	endpoint	cells after the start	from	slack [ns]
hold / removal	output_sign	3	s1	7.43
setup / recovery	oe[4]	30	m1[7]	1.25
[cell families (layout without fill, tap and decap cells)]
kind of cell,count (synthesis),after routing,share of synthesized area (%)
compound gates,105,105,14.2
fa+ha+maj,152,152,46.7
mux,24,24,6.36
buf+inv,147,180,10.4
simple gates,192,192,18.3
xor+xnor,25,25,4.03
[final cells by class]
class,count,area (um2)
fill,1304,7170
multi-input combinational,498,4870
timing repair buffer,51,503
inverter,129,484
tap,176,220
